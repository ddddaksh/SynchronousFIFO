==> design/flow/design.v <==
module synchronous_fifo2 #(parameter DEPTH=8, DATA_WIDTH=8) (
  input clk, rst_n,
  input w_en, r_en,
  input [DATA_WIDTH-1:0] data_in,
  output reg [DATA_WIDTH-1:0] data_out,
  output full, empty
);
  reg [$clog2(DEPTH)-1:0] w_ptr, r_ptr;
  reg [DATA_WIDTH-1:0] fifo[0:DEPTH-1];
  reg [$clog2(DEPTH)-1:0] count;
  always@(posedge clk) begin
    if(!rst_n) begin
      w_ptr <= 0; r_ptr <= 0;
      data_out <= 0;
      count <= 0;
    end
    else begin
      case({w_en,r_en})
        2'b00, 2'b11: count <= count;
        2'b01: count <= count - 1'b1;
        2'b10: count <= count + 1'b1;
      endcase
    end
  end
  always@(posedge clk) begin
    if(w_en & !full)begin
      fifo[w_ptr] <= data_in;
      w_ptr <= w_ptr + 1;
    end
  end
  always@(posedge clk) begin
    if(r_en & !empty) begin
      data_out <= fifo[r_ptr];
      r_ptr <= r_ptr + 1;
    end
  end
  assign full = (count == DEPTH);
  assign empty = (count == 0);
endmodule
==> design/flow/run.sh <==
#!/bin/bash
# OpenROAD 26Q1-2900-gdf79404cd8, Yosys 0.63+post, stock flow scripts
make -C /OpenROAD-flow-scripts/flow DESIGN_CONFIG=/design/flow/config.mk WORK_HOME=/design/flow/orfs finish
==> design/flow/config.mk <==
export PLATFORM = sky130hd
export DESIGN_NAME = synchronous_fifo2
export DESIGN_NICKNAME = synchronous_fifo2
export VERILOG_FILES = /design/flow/design.v
export SDC_FILE = /design/flow/constraint.sdc
export NUM_CORES = 4
export LEC_CHECK = 1
export CORE_AREA = 10 10 70 70
export DIE_AREA = 0 0 80 80
==> design/flow/constraint.sdc <==
current_design synchronous_fifo2

set clk_period 1.6
set clk_io_pct 0.2

create_clock -name clk0 -period $clk_period [get_ports {clk}]

set non_clock_inputs [all_inputs -no_clocks]
set_input_delay [expr $clk_period * $clk_io_pct] -clock clk0 $non_clock_inputs
set_output_delay [expr $clk_period * $clk_io_pct] -clock clk0 [all_outputs]
==> impl_metrics.sql <==
-- implementation run metrics
INSERT INTO impl_metrics (metric_group, metric, value, unit) VALUES
('run_status', 'run_status', 'complete, no violations', ''),
('timing', 'finalHoldWorstSlack', '505.6', 'ps'),
('setup_path', 'critPathBufInv', '2', ''),
('placed_design', 'post_detail_place_hpwl', '388.6', 'um'),
('synth', 'yosys.stat.chipArea', '235.2', 'sq um'),
('route', 'detail_route.wirelength', '456', 'um'),
('setup_path', 'worstRegToRegCells', '4', ''),
('synth', 'most_common_library_cells_after_synthesis', 'sky130_fd_sc_hd__buf_4 (9), sky130_fd_sc_hd__dfxtp_1 (3), sky130_fd_sc_hd__inv_1 (2)', ''),
('synth', 'post-synth-top-area-fraction', '28.72', '%'),
('timing', 'max_clock_skew', '3.110', 'ps'),
('route', 'post-route-drc-count', '0', ''),
('route', 'antenna_left', '0', ''),
('synth', 'syn-instance-count', '26', ''),
('setup_path', 'worstPathRequired', '1750', 'ps'),
('floorplan', 'core', '0.003416', 'sq mm'),
('setup_path', 'worst_setup_path_end_kind', 'register', ''),
('setup_path', 'setup.reg_to_reg.worst_slack', '170', 'ps'),
('grt', 'overflow', '0', ''),
('cts', 'tritoncts_num_sinks', '3', ''),
('placed_design', 'placement_stage_cell_area', '310.3', 'sq um'),
('synth', 'top_area_cell', 'sky130_fd_sc_hd__buf_4', ''),
('grt', 'grt_max_degree', '4', ''),
('timing', 'grt_setup_unrepaired', 'no', ''),
('placed_design', 'pre_cts_ws', '-469.9', 'ps'),
('grt', 'grt_first_pass_wirelength', '772', 'um'),
('setup_path', 'critPathCapture', 'count[2]', ''),
('grt', 'grt_usage', '1.414', '%'),
('synth', 'fraction_of_registers_with_async_set_or_reset_after_synthesis', '0', '%'),
('job', 'drv.max_cap_violation_count', '0', ''),
('synth', 'synth_flops', '3', ''),
('worst_hold_path', 'timing.hold.worst.class', 'reg -> reg', ''),
('timing', 'final_min_period_over_clock_period', '95.93', '%'),
('synth', 'yosysWarnings', '23', ''),
('cts', 'cts.reportedPaths.clkPinSlew', '30', 'ps'),
('cts', 'holdBufCountCts', '0', ''),
('timing', 'report.final.hold_viol_count', '0', ''),
('route', 'firstDrtPassIters', '2', ''),
('route', 'drt_iter0_drc', '1', ''),
('power', 'p_per_area', '895.6', 'mW/mm^2'),
('route', 'dr_wl_met3', '22', 'um'),
('setup_path', 'slowest_delay', '340', 'ps'),
('final_layout', 'regMostFlops', 'count', ''),
('final_layout', 'fin_area', '356.6', 'sq um'),
('cts', 'root_buffer', 'sky130_fd_sc_hd__clkbuf_4', ''),
('cts', 'tritoncts', 'built', ''),
('floorplan', 'chipArea', '0.006400', 'sq mm'),
('final_layout', 'largest_register_ffs', '3', ''),
('synth', 'yosys-top-cells-area', 'sky130_fd_sc_hd__buf_4 (29%), sky130_fd_sc_hd__dfxtp_1 (26%), sky130_fd_sc_hd__fa_1 (8.5%), sky130_fd_sc_hd__ha_1 (5.3%), sky130_fd_sc_hd__mux2i_1 (4.3%)', ''),
('route', 'met2RoutedLength', '245', 'um'),
('setup_path', 'critical_path.top_delay_family', 'adder cells', ''),
('setup_path', 'critical_path_depth', '7', ''),
('setup_path', 'worstReg2RegEnd', 'count[2]', ''),
('route', 'vias_per_cell', '2.036', ''),
('timing', 'timing.final.setup_violations', '0', ''),
('final_layout', 'layout.core_utilization', '10.44', '%'),
('worst_hold_path', 'min_delay_path_depth', '2', ''),
('setup_path', 'worstPathCellList', 'clkdlybuf4s15_1 > ha_2 > inv_2 > fa_2 > xor2_1 > or3_1 > a21boi_1', ''),
('route', 'post_route_m1_wl', '188', 'um'),
('final_layout', 'area.growth.synth_to_final', '51.60', '%'),
('timing', 'period_minus_slack', '1535', 'ps'),
('timing', 'final_max_slew_viol_count', '0', ''),
('synth', 'yosys.cell_count.top_type', 'sky130_fd_sc_hd__buf_4', ''),
('cts', 'max-clock-path-buffers', '2', ''),
('power', 'max-vdd-ir-drop', '0.1634', 'mV'),
('setup_path', 'rr_startpoint', 'count[0]', ''),
('route', 'route.antenna.diode_count', '0', ''),
('synth', 'yosysCellCount', '26', ''),
('synth', 'enable_flop_cells', '0', ''),
('route', 'maxUsedRoutingLayer', 'met3', ''),
('final_layout', 'layout.cells.non_filler', '83', ''),
('cts', 'cts_made_buffers', '3', '');
==> metal layers <==
metal	vias to the layer above	global-route usage [%]
met3	0	0.6818
met1	78	1.800
met5	-	0
li1	85	-
met4	0	0.3521
met2	6	2.087
==> kinds of logic (layout without fill, tap and decap cells) <==
| group | count (synthesis) | in the layout | synth area share, % |
|---|---|---|---|
| buf+inv | 11 | 14 | 31.91 |
| mux | 1 | 1 | 4.255 |
| other cells | 1 | 9 | 1.594 |
| xor+xnor | 2 | 2 | 7.448 |
| compound gates | 2 | 2 | 5.318 |
| simple gates | 4 | 4 | 10.11 |
| flops | 3 | 3 | 25.53 |
| fa+ha+maj | 2 | 2 | 13.83 |
==> timing repair <==
item                       CTS  global route
pin swaps                    5             3
setup endpoints to repair    1             2
setup buffers                1             1
resized                      8             1
==> tightest hold or removal path, delay by kind of cell, from the launching register on <==
family,cells,cell delay (ps)
AOI/OAI and AO/OA,2,140
DFF,1,320
==> cell usage in the layout (no fill, tap or decap), drive strengths merged, types with 2 or more instances in the layout <==
cell	instances
clkbuf	4
buf	5
dfxtp	3
inv	2
clkdlybuf4s50	2
conb	9
==> how the worst min path moves through the flow <==
stage / startpoint / to / slack [ps]
finish: count[2] / count[2] / 510
global route: count[2] / count[2] / 550
CTS: count[2] / count[2] / 500
==> cell type report <==
class,count,area (sq um)
Tap cell,46,57.56
Inverter,2,7.507
Fill cell,401,3059
Clock buffer,4,26.28
Timing Repair Buffer,8,65.06
Multi-Input combinational cell,20,140.1
Sequential cell,3,60.06
==> report_power, final <==
part           total, mW  internal, mW  switching, mW
registers          0.104        0.0892         0.0148
clock network      0.127        0.0931         0.0342
logic             0.0880        0.0580         0.0300
No activity file was given, so power comes from the tool's default toggle rates.
